==> /design/flow/design.v <==
module Clock_devider(
    input wire clk,
    input wire reset,
    input wire [15:0] datain,
    output wire spi_cs_l,
    output wire spi_sclk,
    output wire spi_data,
    output wire [4:0] counter
);
reg [15:0] MOSI;
reg [4:0] count;
reg cs_l;
reg sclk = 1'b0;
reg [2:0] state;
reg [4:0] clk_counter = 0;
always @(posedge clk) begin
    if (clk_counter == 24) begin
        clk_counter <= 0;
        sclk <= ~sclk;
    end
    else begin
        clk_counter <= clk_counter + 1'd1;
    end
end
always @(posedge clk or posedge reset) begin
    if(reset) begin
        MOSI <= 16'b0;
        count <= 5'd16;
        cs_l <= 1'b1;
    end
    else begin
        case (state)
        0:begin
            cs_l <= 1'b1;
            state <= 1;
        end
        1:begin
            cs_l <= 1'b0;
            MOSI <= datain[count-1];
            count <= count-1;
            state <= 2;
        end
        2:begin
            if(count > 0) begin
                state <= 1;
            end
            else begin
                count <= 16;
                state <= 0;
            end
        end
        default:state<=0;
        endcase
    end
end
assign spi_cs_l = cs_l;
assign spi_sclk = sclk;
assign spi_data = MOSI;
assign counter = count;
endmodule
==> /design/flow/run.sh <==
#!/bin/bash
# OpenROAD 26Q1-2900-gdf79404cd8, Yosys 0.63+post, stock flow scripts
make -C /OpenROAD-flow-scripts/flow DESIGN_CONFIG=/design/flow/config.mk WORK_HOME=/design/flow/orfs finish
==> /design/flow/config.mk <==
export PLATFORM = sky130hd
export DESIGN_NAME = Clock_devider
export DESIGN_NICKNAME = Clock_devider
export VERILOG_FILES = /design/flow/design.v
export SDC_FILE = /design/flow/constraint.sdc
export NUM_CORES = 4
export LEC_CHECK = 1
export CORE_AREA = 10 10 87 87
export DIE_AREA = 0 0 97 97
==> /design/flow/constraint.sdc <==
current_design Clock_devider

set clk_period 3.4
set clk_io_pct 0.2

create_clock -name clk0 -period $clk_period [get_ports {clk}]

set non_clock_inputs [all_inputs -no_clocks]
set_input_delay [expr $clk_period * $clk_io_pct] -clock clk0 $non_clock_inputs
set_output_delay [expr $clk_period * $clk_io_pct] -clock clk0 [all_outputs]
==> ci_impl_report.md <==
### Flow metrics

| Metric | Value |
|---|---|
| Maximum clock rate | `483 MHz` |
| Largest area contributor in the netlist | `dfxtp_1` |
| Req. time, crit path | `roughly 3.6 ns` |
| Final Critical Period | `between 2 and 2.5 ns` |
| Clock transition at path regs | `roughly 0.060 ns` |
| # Cells Yosys | `approximately 94` |
| Clk_skew | `0.00328 ns` |
| Share of layout cells above drive strength 1 | `0.0932` |
| Number of routed nets with antenna violations | `0` |
| YS chip area | `~940 um^2` |
| Synth cell types | `33` |
| Post-Synthesis Cells | `between 90 and 100` |
| Synth-to-layout area growth | `37.1%` |
| Postcts setup bufs | `0` |
| Clock root buffer | `clkbuf_8` |
| # DRC | `0` |
| DR iter-0 viols | `17` |
| Post-synth ARST share | `0.438` |
| Die Span Y | `97 um` |
| CP max FO | `8` |
| Antenna violations before repair | `0` |
| Slew headroom | `0.732` |
| First-pass GRT wire length | `approximately 3.3 mm` |
| Flops out of synthesis | `16` |
| CTS tree | `built` |
| Via/cell ratio | `around 3.8` |
| Die area | `~9400 um^2` |
| Die width | `between 90 and 100 um` |
| Post-cts sizing count | `0` |
| Number of port buffers | `25` |
| Area leader share | `0.149` |
| Slew Viols, Final | `0` |
| FP Util | `0.166` |
| Vias | `717` |
| HPWL Detailed | `~1.6 mm` |
| Final hold vios | `0` |
| Core Region | `about 5600 um^2` |
| Std-Cell Rows | `27` |
| Post-synthesis sequential area ratio | `0.403` |
| Worst setup SP type | `register` |
| Worst VDD drop | `~270 uV` |
| Status | `complete, no violations` |
| Routability cong. | `roughly 0.79` |
| Final Non-Filler Cells | `around 190` |
| Worst Setup End Kind | `register` |
| Cell area leaders | `dfxtp_1, dfrtp_1, mux2i_1` |
| Final core utilization | `0.228` |
| Yosys Warn Count | `1` |
| Post-synth EDFFs | `2` |
| Top_reg_cell synth | `dfxtp_1` |
| GRT Total Usage | `0.0409` |
| IO Pins | `26` |
| Count of tool warnings | `27` |
| Clock sink count | `16` |
| Post-Syn Area per Cell | `approximately 10 um^2` |
| Clock Tree Buf Depth | `2` |
| Worst Path Arrival | `2.23 ns` |
| Gr ovfl total | `0` |
| DP Cell Count | `between 150 and 200` |
| DR pass1 iterations | `2` |
| Setup violators final | `0` |
| Maxcap violations | `0` |
| Routed WL per cell | `10.5 um` |
| Critical path class | `register to register` |
| Worst min path class | `register to register` |
| Unrepaired setup endpoints after global routing | `no` |
| Pwr dens | `roughly 730 nW/um^2` |
| Setup TNS Final | `0 ns` |
| Number of global-route vias before repair | `a little under 700` |
| H-tree Lvls | `1` |
| Antenna Cells | `0` |
| Routed WL | `~2 mm` |
| Tcrit/Tclk final | `0.609` |
| Latency at later pin | `between 0.2 and 0.3 ns` |
| CTS Buf Count | `3` |
| Cell area after synthesis | `938 um^2` |
| Measured slew at the worst slew-check pin | `0.396 ns` |
| Largest net degree at the start of global routing | `13` |
| Leak | `0.485 nW` |
| R2R Setup Slk | `around 1.3 ns` |
| CTS hold repair buffers | `0` |
-- worst paths after layout --
path	startpoint	endpoint	depth (start not counted)
worst min register to register	state[0]	cs_l	2
max in group asynchronous	reset	count[4]	2
worst min-delay path	state[0]	cs_l	2
worst max register to register	count[0]	MOSI[0]	6
min in group asynchronous	reset	count[1]	2
worst max-delay path	count[0]	MOSI[0]	6
-- worst max-delay path, cell delays in order, from the launching register on --
cell and delay, ns:
dfrtp_1 0.51, inv_2 0.10, ha_1 0.53, mux2i_1 0.14, mux4_2 0.45, nand4b_1 0.17
o221ai_1 0.08
-- layout by cell type (no fill, tap or decap), types with 5 or more instances in the layout --
cell / netlist / routed
clkdlybuf4s50_1: 0 / 25
dfrtp_1: 5 / 5
dfxtp_1: 7 / 7
inv_1: 6 / 6
mux2i_1: 7 / 7
nand2_1: 7 / 7
nor2_1: 9 / 9
o21ai_1: 5 / 5
xnor2_1: 6 / 6
-- routing by layer --
| layer | GRT usage | vias up | wire [um] |
|---|---|---|---|
| met5 | 0 | - | 0 |
| met4 | 0.00225 | 0 | 0 |
| met3 | 0.0150 | 0 | 97 |
| met2 | 0.0660 | 15 | 995 |
| met1 | 0.0535 | 332 | 906 |
| li1 | - | 370 | - |
-- sequential cells by signal, indices dropped and copies added, names as in the netlist, named ones only --
signal and cells:
state 2, sclk 1, clk_counter 5, MOSI 1
cs_l 1, count 5
-- synthesized netlist by cell type, types with 3 or more instances --
cell,count
dfxtp_1,7
o21ai_1,5
nor2_1,9
nand2_1,7
nand3_1,3
ha_1,4
dfrtp_1,5
nor2b_1,4
inv_1,6
xnor2_1,6
mux2i_1,7
-- area by class of cell --
cell class	count	area, um^2
clock buffer	4	55.1
fill	601	4360
inverter	7	26.3
multi-input combinational	66	487
sequential	16	378
tap	72	90.1
timing repair buffer	25	250
-- metrics by stage --
stage / total power, mW / hold slack (ns) / setup slack [ns] / area (um^2)
final: 0.937 / 0.445 / 1.33 / 1290
after floorplan: 0.669 / 0.421 / 1.54 / 938
after global routing: 1.02 / 0.472 / 1.17 / 1290
after global placement: 0.784 / 0.438 / 1.35 / 1230
after detailed placement: 0.788 / 0.441 / 1.30 / 1230
after CTS: 0.961 / 0.450 / 1.29 / 1290
-- cell families after synthesis --
logic type      Yosys count  synth area share
mux                      10             0.135
fa+ha+maj                 4            0.0533
buf+inv                  12            0.0787
xor+xnor                  8            0.0747
simple gates             32             0.181
compound gates           12            0.0747
flops                    16             0.403
-- where the power goes --
part / switching [mW] / internal [mW]
clock network: 0.0643 / 0.103
logic: 0.168 / 0.270
registers: 0.0850 / 0.248
Power is estimated from default activity; no workload was simulated.
